`run.sh`:
```
#!/bin/bash
# OpenROAD 26Q1-2900-gdf79404cd8, Yosys 0.63+post, stock flow scripts
make -C /OpenROAD-flow-scripts/flow DESIGN_CONFIG=/design/flow/config.mk WORK_HOME=/design/flow/orfs finish
```
`config.mk`:
```
export PLATFORM = sky130hd
export DESIGN_NAME = Controller
export DESIGN_NICKNAME = Controller
export VERILOG_FILES = /design/flow/design.v
export SDC_FILE = /design/flow/constraint.sdc
export NUM_CORES = 4
export LEC_CHECK = 1
export CORE_AREA = 10 10 70 70
export DIE_AREA = 0 0 80 80
```
`constraint.sdc`:
```
current_design Controller

set clk_period 1.8
set clk_io_pct 0.2

create_clock -name clk0 -period $clk_period [get_ports {clk}]

set non_clock_inputs [all_inputs -no_clocks]
set_input_delay [expr $clk_period * $clk_io_pct] -clock clk0 $non_clock_inputs
set_output_delay [expr $clk_period * $clk_io_pct] -clock clk0 [all_outputs]
```
`design.v`:
```
`timescale 1ns/1ps
module Booth (lda,ldm,ldq,clra,clrq,clrff,sfta,sftq,addsub,decr,ldent,data_in,clk,qm1,eqz,q0);
input lda,ldm,ldq,clra,clrq,clrff,sfta,sftq,addsub,decr,clk,ldent;
parameter N=16;
parameter bit_c=4;
input [N-1:0] data_in;
output eqz,qm1,q0;
wire [N-1:0] A,M,Q,Z;
wire [bit_c:0] count;
assign eqz= ~|count;
assign q0=Q[0];
shiftreg AR (A,Z,A[N-1],clk,lda,clra,sfta);
shiftreg QR (Q,data_in,A[0],clk,ldq,clrq,sftq);
Qff Qf (Q[0],qm1,clk,clrff,sftq);
PIPO Mul (M,data_in,ldm,clk);
ALU ADDSUB (Z,A,M,addsub);
Counter c (count,decr,ldent,clk);
endmodule
module shiftreg (out,in,s_in,clk,ld,clr,sft);
input s_in,clk,ld,clr,sft;
parameter N=16;
input [N-1:0] in;
output reg [N-1:0] out;
always @(posedge clk)
begin
    if(clr) out<=0;
    else if(ld) out<=in;
    else if(sft) out<={s_in,out[N-1:1]};
end
endmodule
module Qff (q_in,qm1,clk,clr,sft);
input q_in,clk,clr,sft;
output reg qm1;
always @(posedge clk)
begin
if(clr) qm1<=0;
else if(sft) qm1<=q_in;
end
endmodule
module PIPO (out,in,ld,clk);
parameter N=16;
input ld,clk;
input [N-1:0] in;
output reg [N-1:0] out;
always @(posedge clk)
if(ld) out<=in;
endmodule
module ALU (out,in1,in2,addsub);
input addsub;
parameter N=16;
input [N-1:0] in1,in2;
output reg [N-1:0]out;
always @(*)
begin
if(addsub==0)
    out=in1-in2;
else out=in1+in2;
end  
endmodule
module Counter (data_out,decr,ldent,clk);
    parameter bit_c=4;
    parameter N=16;
    input decr,clk,ldent;
    output reg [bit_c:0] data_out;
    always @(posedge clk)
    begin
        if(ldent) data_out<=5'b10000;
        else if(decr) data_out<=data_out-1;
    end
endmodule
module Controller (lda,clra,sfta,ldq,clrq,sftq,ldm,clrff,addsub,start,decr,ldent,done,clk,q0,qm1,eqz);
input clk, q0, qm1, start,eqz;
output reg lda,clra,sfta,ldq,clrq,sftq,ldm,clrff,addsub,decr,ldent,done;
reg [2:0] state;
parameter s0=3'b000, s1=3'b001,s2=3'b010,s3=3'b011,s4=3'b100,s5= 3'b101,s6=3'b110;
always @(posedge clk)
begin
    case (state)
        s0: if(start) state<=s1;
        s1:state<=s2;
        s2:#2 if({q0,qm1}==2'b01) state<=s3;
              else if({q0,qm1}==2'b10) state<=s4;
              else state<=s5;
        s3:state<=s5;
        s4:state<=s5;
        s5:#2 if(({q0,qm1}==2'b01)&& !eqz) state<=s3;
              else if(({q0,qm1}==2'b10)&& !eqz) state<=s4;
              else if(eqz) state<=s6;
        s6:state<=s6;
        default: state<=s0;
    endcase
end
always @(state)
begin
    case (state)
        s0: begin
            clra=0;lda=0;sfta=0;clrq=0;ldq=0;sftq=0;ldm=0;clrff=1;done=0;
        end
        s1:begin
            clra=1;clrff=1;ldent=1;ldm=1;
        end
        s2:begin
            clra=0;clrff=0;ldent=0;ldm=0;ldq=1;
        end
        s3:begin
            lda=1;addsub=1;ldq=0;sfta=0;sftq=0;decr=0;
        end
        s4:begin
            lda=1;addsub=0;ldq=0;sfta=0;sftq=0;decr=0;
        end
        s5:begin
            sfta=1;sftq=1;lda=0;ldq=0;decr=1;
        end
        s6:done=1;
        default:begin
            clra=0;sfta=0;ldq=0;sftq=0;
        end  
    endcase
end
endmodule
```
==> GITHUB_STEP_SUMMARY <==
### Metrics collected by this job

| Metric | Value |
|---|---|
| Status | finished, final reports clean |
| Yosys stat chip area | 503 um2 |
| Initial antenna violation count | 0 |
| Top cells excl fill/tap | 15 x clkdlybuf4s50_1, 8 x nand2b_1, 7 x dlxtn_1, 6 x nand2_1 |
| Hold_ws | 0.784 ns |
| Ys cells | 59 |
| First-pass GRT wire length | ~1.8 mm |
| Fp util | 14.7% |
| Antenna Diode Count | 0 |
| Mapped Cells | between 50 and 60 |
| IO Count | 17 |
| Hold Fails Final Rpt | 0 |
| Pwr dens | 1420 mW/mm2 |
| Endpoints left unconstrained | 21 |
| Area Growth Syn to Fin | 41.5% |
| OpenROAD warning count | 25 |
| DIE AREA | about 0.0064 mm2 |
| Final ANT Viol Nets | 0 |
| Gpl congestion | 0.828 |
| Die Wd | 80 um |
| Rows | 21 |
| Fin cells | about 120 |
| # hold bufs at CTS | 0 |
| Setup TNS | 0 ns |
| Max IR drop VDD | slightly above 0.0004 V |
| # DRC | 0 |
| Clock transition at path regs | 0.04 ns |
| Cell area after synthesis | a little over 500 um2 |
| MUX share of area | 0% |
| CTS tree | built |
| Clock buffer count from CTS | 3 |
| WL per Instance | 8.43 um |
| Ys Warns | 1 |
| Achievable Freq | just under 0.7 GHz |
| Max Slew Vio Count | 0 |
| Clk ins delay skew pair | 0.23 ns |
| Total of max-cap violations | 0 |
| Gr usage total | 3.29% |
| Vias in the first global route | 421 |
| Compound Share, Synth | about an eighth |
| Largest logic family | simple AND/OR/NAND/NOR gates |
| RSZ-0062 raised after global routing | false |
| Die Y | 80 um |
| #FFs+latches synth | 13 |
| And+or+nand+nor area frac | 28.9% |
| Xor+xnor area frac | 1.74% |
| CP arrival | 1.38 ns |
| CP max FO | 3 |
| Yosys adder share | 0% |
| WS Path Type | in2reg |
| Drt total wl | a little over 1 mm |
| Dpl hpwl | about 850 um |
| Unique masters post-synth | 26 |
| Hold Path Class | reg2reg |
| Startpoint types | input port |
| Critical path endpoint category | flop |
| PostCTS Resize Cnt | 0 |
| Vias | 419 |
| Register pins left without a clock | 10 |
| Core footprint | 0.00342 mm2 |
| Commonest Layout Cell | clkdlybuf4s50_1 |
| Largest net degree at the start of global routing | 18 |
| Port bufs | 15 |
| First-pass DRT Iterations | 4 |
| Leakage | just over 0.3 nW |
| # H-tree levels | 1 |
| Placed Cells | 116 |
| GRT overflow | 0 |
| Layout Utilization | between 20% and 30% |
| Final setup fails | 0 |
| Post-CTS Setup Repair Bufs | 0 |
| Clock skew | 0.000785 ns |
| Initial detailed-routing violation count | 38 |
| Worst EP required | 1.71 ns |
| Clock root cell | clkbuf_4 |
| Power Total | 1.01 mW |
| Vias per cell | around 3.5 |
| Min cycle time layout | 1.47 ns |
| Mapped Avg Cell Area | 8.53 um2 |
| Longest Clk Path Bufs | 2 |
| Period Utilization, post-route | 81.6% |
| Share of layout cells above drive strength 1 | 6.76% |
==> cells in the mapped netlist, drive strengths merged <==
library cell	n	area, um2
a21oi	1	5.00
a221oi	1	8.76
a41oi	1	8.76
and2	1	6.26
and3	1	6.26
buf	4	25.0
conb	1	3.75
dlxtn	7	105
dlxtp	3	45.0
edfxtp	3	90.1
inv	5	18.8
nand2	6	22.5
nand2b	8	50.1
nand3	1	5.00
nor2	4	15.0
nor2b	2	12.5
nor4	1	6.26
nor4bb	1	10.0
o21ai	3	15.0
o21bai	1	7.51
o22ai	1	6.26
o311a	1	10.0
or3	1	11.3
xnor2	1	8.76
==> logic make-up after synthesis <==
family,after synthesis
and+or+nand+nor,26
latches,10
other,1
AOI/OAI and AO/OA,9
buffers and inverters,9
DFF,3
xor gates and xnor gates,1
==> metrics by stage <==
step | cell area, um2 | worst slack, ns
6_report | 712 | 0.330
5_1_grt | 712 | 0.205
4_1_cts | 712 | 0.352
3_5_place_dp | 686 | 0.110
3_3_place_gp | 686 | 0.119
2_1_floorplan | 503 | 0.567
==> flip-flops by register name, indices dropped and copies added (netlist names) <==
register  count
addsub        1
clra          1
clrff         1
decr          1
done          1
lda           1
ldent         1
ldm           1
ldq           1
sfta          1
state         3
==> path summary, 6_finish.rpt <==
check	startpoint	slack (ns)	to	cells past startpoint
min	state[0]	0.78	state[2]	2
max reg2reg	state[2]	0.39	state[0]	3
max	q0	0.33	state[0]	4
min reg2reg	state[0]	0.78	state[2]	2
==> layer usage <==
metal | vias to the layer above | global-route usage (%) | routed length, um | share of wire [%]
li1 | 223 | - | - | -
met1 | 169 | 4.77 | 521 | 51
met2 | 25 | 4.33 | 314 | 31
met3 | 2 | 1.48 | 169 | 17
met4 | 0 | 0.704 | 8 | 0.79
met5 | - | 0 | 0 | 0
==> critical path, stage by stage <==
cell	delay, ns
clkdlybuf4s50_1	0.48
nor2b_1	0.23
nor4bb_1	0.09
nor2_1	0.23
==> layout make-up <==
class                           count  area (um2)
Multi-Input combinational cell     37         219
Inverter                            5        18.8
Sequential cell                    13         240
Timing Repair Buffer               15         150
Tap cell                           46        57.6
Fill cell                         383        2700
Clock buffer                        4        26.3
==> where the power goes <==
group | internal [mW] | leakage (nW) | total, mW | switching [mW]
Combinational | 0.268 | 0.183 | 0.462 | 0.194
Sequential | 0.322 | 0.111 | 0.434 | 0.112
Clock | 0.0830 | 0.0150 | 0.117 | 0.0339
Power figures rest on the tool's default switching activity, not on a simulated workload.
